==> ./config.mk <==
export PLATFORM = sky130hd
export DESIGN_NAME = systolic_array
export DESIGN_NICKNAME = systolic_array
export VERILOG_FILES = /design/flow/design.v
export SDC_FILE = /design/flow/constraint.sdc
export NUM_CORES = 4
export LEC_CHECK = 1
export CORE_AREA = 10 10 108 108
export DIE_AREA = 0 0 118 118
==> ./constraint.sdc <==
current_design systolic_array

set clk_period 1.4
set clk_io_pct 0.2

create_clock -name clk0 -period $clk_period [get_ports {clk}]

set non_clock_inputs [all_inputs -no_clocks]
set_input_delay [expr $clk_period * $clk_io_pct] -clock clk0 $non_clock_inputs
set_output_delay [expr $clk_period * $clk_io_pct] -clock clk0 [all_outputs]
==> ./design.v <==
module block(inp_north, inp_west, clk, rst, outp_south, outp_east, result);
	input [31:0] inp_north, inp_west;
	output reg [31:0] outp_south, outp_east;
	input clk, rst;
	output reg [63:0] result;
	wire [63:0] multi;
	always @(posedge rst or posedge clk) begin
		if(rst) begin
			result <= 0;
			outp_east <= 0;
			outp_south <= 0;
		end
		else begin
			result <= result + multi;
			outp_east <= inp_west;
			outp_south <= inp_north;
		end
	end
	assign multi = inp_north*inp_west;
endmodule
module systolic_array(inp_west0, inp_west4, inp_west8, inp_west12,
		      inp_north0, inp_north1, inp_north2, inp_north3,
		      clk, rst, done);
	input [31:0] inp_west0, inp_west4, inp_west8, inp_west12,
		      inp_north0, inp_north1, inp_north2, inp_north3;
	output reg done;
	input clk, rst;
	reg [3:0] count;
	wire [31:0] inp_north0, inp_north1, inp_north2, inp_north3;
	wire [31:0] inp_west0, inp_west4, inp_west8, inp_west12;
	wire [31:0] outp_south0, outp_south1, outp_south2, outp_south3, outp_south4, outp_south5, outp_south6, outp_south7, outp_south8, outp_south9, outp_south10, outp_south11, outp_south12, outp_south13, outp_south14, outp_south15;
	wire [31:0] outp_east0, outp_east1, outp_east2, outp_east3, outp_east4, outp_east5, outp_east6, outp_east7, outp_east8, outp_east9, outp_east10, outp_east11, outp_east12, outp_east13, outp_east14, outp_east15;
	wire [63:0] result0, result1, result2, result3, result4, result5, result6, result7, result8, result9, result10, result11, result12, result13, result14, result15;
	block P0 (inp_north0, inp_west0, clk, rst, outp_south0, outp_east0, result0);
	block P1 (inp_north1, outp_east0, clk, rst, outp_south1, outp_east1, result1);
	block P2 (inp_north2, outp_east1, clk, rst, outp_south2, outp_east2, result2);
	block P3 (inp_north3, outp_east2, clk, rst, outp_south3, outp_east3, result3);
	block P4 (outp_south0, inp_west4, clk, rst, outp_south4, outp_east4, result4);
	block P8 (outp_south4, inp_west8, clk, rst, outp_south8, outp_east8, result8);
	block P12 (outp_south8, inp_west12, clk, rst, outp_south12, outp_east12, result12);
	block P5 (outp_south1, outp_east4, clk, rst, outp_south5, outp_east5, result5);
	block P6 (outp_south2, outp_east5, clk, rst, outp_south6, outp_east6, result6);
	block P7 (outp_south3, outp_east6, clk, rst, outp_south7, outp_east7, result7);
	block P9 (outp_south5, outp_east8, clk, rst, outp_south9, outp_east9, result9);
	block P10 (outp_south6, outp_east9, clk, rst, outp_south10, outp_east10, result10);
	block P11 (outp_south7, outp_east10, clk, rst, outp_south11, outp_east11, result11);
	block P13 (outp_south9, outp_east12, clk, rst, outp_south13, outp_east13, result13);
	block P14 (outp_south10, outp_east13, clk, rst, outp_south14, outp_east14, result14);
	block P15 (outp_south11, outp_east14, clk, rst, outp_south15, outp_east15, result15);
	always @(posedge clk or posedge rst) begin
		if(rst) begin
			done <= 0;
			count <= 0;
		end
		else begin
			if(count == 9) begin
				done <= 1;
				count <= 0;
			end
			else begin
				done <= 0;
				count <= count + 1;
			end
		end	
	end 
endmodule
==> ./run.sh <==
#!/bin/bash
# OpenROAD 26Q1-2900-gdf79404cd8, Yosys 0.63+post, stock flow scripts
make -C /OpenROAD-flow-scripts/flow DESIGN_CONFIG=/design/flow/config.mk WORK_HOME=/design/flow/orfs finish
==> out/qor.json <==
{
  "status": {"value": "finished, final reports clean"},
  "maximum_fanout_along_the_worst_path": {"value": 1},
  "critical_path.reg2reg.endpoint": {"value": "count[3]$_DFF_PP0_"},
  "route.vias.total": {"value": 136},
  "critical_path.n_buffers_inverters": {"value": 1},
  "post-route-drc-count": {"value": 0},
  "dieArea": {"value": 0.0139, "unit": "sq mm"},
  "ys_cells": {"value": 17},
  "buffer_ports.inserted": {"value": 2},
  "crit_path_cell_trace": {"value": "clkdlybuf4s50_1"},
  "wirelength": {"value": 427, "unit": "um"},
  "net-switching-power": {"value": 0.0000752, "unit": "W"},
  "n_antenna_cell": {"value": 0},
  "finClkSkew": {"value": 0.000574, "unit": "ns"},
  "synth_sequential_area_ratio": {"value": 0.637},
  "synth_flop_count": {"value": 5},
  "width_of_the_chip": {"value": 118, "unit": "um"},
  "finalSetupTns": {"value": 0, "unit": "ns"},
  "max_slew.worst_pin.slew": {"value": 0.218, "unit": "ns"},
  "count_of_max_cap_constraint_violations": {"value": 0},
  "num_io_pins": {"value": 259},
  "worst_setup_path_startpoint": {"value": "done$_DFF_PP0_"},
  "finalCriticalPeriod": {"value": 1.30, "unit": "ns"},
  "clock_power_share": {"value": 0.638},
  "end_kind": {"value": "output pin"},
  "r2r.worst_path.cells": {"value": 3},
  "timing.hold.worst.class": {"value": "in -> async"},
  "grt_first_pass_wirelength": {"value": 717, "unit": "um"},
  "timing.slew.headroom": {"value": 0.855},
  "initial_utilization": {"value": 0.0212},
  "final_hold_viol_count": {"value": 0},
  "syn-cell-area": {"value": 196, "unit": "sq um"},
  "critical_path.top_delay_family": {"value": "buffers and inverters"},
  "ys.warnings.count": {"value": 2},
  "drive_gt1_frac": {"value": 0.174},
  "synthToLayoutAreaGrowth": {"value": 115, "unit": "%"},
  "core_region_area": {"value": 0.00928, "unit": "sq mm"},
  "drt-pass1-iter-count": {"value": 2},
  "final_layout_top_logic_cell": {"value": "sky130_fd_sc_hd__dfrtp_1"},
  "dp_hpwl": {"value": 319, "unit": "um"},
  "grt_setup_unrepaired": {"value": "no"},
  "setup_violations": {"value": 0},
  "grt_antenna_before_repair": {"value": 0},
  "ant_nets": {"value": 0},
  "clkSinkCount": {"value": 5},
  "worstSetupPathDepth": {"value": 1},
  "grt_start_max_net_pins": {"value": 6},
  "grt_overflow": {"value": 0},
  "cts.reportedPaths.clkPinSlew": {"value": 0.04, "unit": "ns"},
  "tool_warnings": {"value": 281},
  "critPathMaxStageDelay": {"value": 0.48, "unit": "ns"},
  "power.share.combinational": {"value": 0.015},
  "htreeDepth": {"value": 1},
  "switching_share": {"value": 0.180},
  "timing.final.crit_share": {"value": 0.927},
  "first_global_vias": {"value": 160},
  "tritoncts_clock_tree": {"value": "yes"},
  "cts_hold_repair.buffers": {"value": 0},
  "synthesized_instance_count": {"value": 17},
  "slowest_stage": {"value": "sky130_fd_sc_hd__clkdlybuf4s50_1"},
  "timing.fmax": {"value": 0.770, "unit": "GHz"},
  "start_to_end_type_of_the_worst_setup_path": {"value": "reg -> out"},
  "postLayoutCoreUtil": {"value": 0.0456},
  "yosysUniqueCellTypes": {"value": 10},
  "clock_tree.buffer_depth": {"value": 2},
  "final_layout_top_logic_cells": {"value": "sky130_fd_sc_hd__dfrtp_1, sky130_fd_sc_hd__inv_1, sky130_fd_sc_hd__clkbuf_8"},
  "clock-root-buffer": {"value": "sky130_fd_sc_hd__clkbuf_8"},
  "routed_via_density": {"value": 0.895},
  "routed_wire_length_per_instance": {"value": 2.81, "unit": "um"},
  "cts_buffers": {"value": 3},
  "seqPwrFrac": {"value": 0.347},
  "postSynthAreaPerCell": {"value": 11.6, "unit": "sq um"},
  "yosysChipArea": {"value": 196, "unit": "sq um"},
  "p_int": {"value": 0.000344, "unit": "W"},
  "drt_iter0_drc": {"value": 1},
  "gpl.final_weighted_congestion": {"value": 0.557},
  "cts_resized": {"value": 0},
  "timing.reg2reg.setup_slack": {"value": 0.48, "unit": "ns"},
  "finalMaxSlewViolations": {"value": 0},
  "max-vdd-ir-drop": {"value": 150, "unit": "uV"},
  "clock.latency.late_pin": {"value": 0.22, "unit": "ns"},
  "startpoint_type": {"value": "register"},
  "crit_end": {"value": "done"},
  "pwr_density_cell": {"value": 990, "unit": "mW/mm^2"},
  "core.rowCount": {"value": 35},
  "worst_ep_arrival_time": {"value": 1.02, "unit": "ns"},
  "grt_usage": {"value": 0.00605},
  "cts_setup_buffers": {"value": 0},
  "die_height": {"value": 118, "unit": "um"},
  "leakage": {"value": 0.134, "unit": "nW"},
  "crit-reg2reg-launch": {"value": "count[1]$_DFF_PP0_"},
  "cp.required": {"value": 1.12, "unit": "ns"}
}
-- state kept, by name, summed over array words and instances, names as in the netlist --
| register | count |
|---|---|
| count | 4 |
| done | 1 |
-- power groups by stage --
stage / clock network, W / logic (W) / registers, W
after CTS: 0.000272 / 0.00000665 / 0.000145
after global routing: 0.000278 / 0.00000715 / 0.000145
final: 0.000267 / 0.00000620 / 0.000145
-- final cells by class --
cell class | count | area, sq um
Clock buffer | 4 | 45.0
Fill cell | 1123 | 8860
Inverter | 3 | 11.3
Multi-Input combinational cell | 9 | 60.1
Sequential cell | 5 | 125
Tap cell | 129 | 161
Timing Repair Buffer | 2 | 20.0
-- stage by stage --
| stage | setup WS, ns | hold slack, ns | std cells | instance area [sq um] | total power, W |
|---|---|---|---|---|---|
| 6_report | 0.102 | 0.295 | 152 | 423 | 0.000419 |
| 5_1_grt | 0.0707 | 0.335 | 152 | 423 | 0.000430 |
| 4_1_cts | 0.0782 | 0.315 | 152 | 423 | 0.000424 |
| 3_5_place_dp | 0.314 | 0.501 | 148 | 378 | 0.000154 |
| 3_3_place_gp | 0.311 | 0.490 | 148 | 378 | 0.000154 |
| 2_1_floorplan | 0.537 | 0.0585 | 17 | 196 | 0.000149 |
-- worst min path at each step --
stage / startpoint / endpoint / slack, ns
after CTS: rst / count[1]$_DFF_PP0_ / 0.32
after global routing: rst / count[3]$_DFF_PP0_ / 0.33
final: rst / count[1]$_DFF_PP0_ / 0.29
-- layer usage --
metal  part of all wire  global-route usage
met5                  0                   0
met4              0.094             0.00696
met3             0.0070            0.000972
met2               0.33             0.00594
met1               0.56             0.00930
-- cells in the mapped netlist --
library cell | n | area, sq um
sky130_fd_sc_hd__a22o_1 | 1 | 8.76
sky130_fd_sc_hd__dfrtp_1 | 5 | 125
sky130_fd_sc_hd__inv_1 | 3 | 11.3
sky130_fd_sc_hd__mux2i_1 | 1 | 10.0
sky130_fd_sc_hd__nand2_2 | 1 | 6.26
sky130_fd_sc_hd__nand2b_1 | 1 | 6.26
sky130_fd_sc_hd__nand3_1 | 1 | 5.00
sky130_fd_sc_hd__nor3_1 | 1 | 5.00
sky130_fd_sc_hd__o21ai_0 | 2 | 10.0
sky130_fd_sc_hd__xnor2_1 | 1 | 8.76
-- logic make-up after synthesis --
group | share of synthesized area
xor+xnor | 0.0446
buf+inv | 0.0573
mux | 0.0510
simple gates | 0.115
compound gates | 0.0956
flops | 0.637
Power is estimated from default activity; no workload was simulated.
